### flow/design.v
module mem
#(
    parameter MEM_SIZE = 6,
    parameter DATA_W = 10
)
(clk, rst, addr_w, write, data_in, addr_r, read, data_out);
    localparam ADDR_W = $clog2(MEM_SIZE);
    input clk;
    input rst;
    input write;
    input [ADDR_W - 1:0] addr_w;
    input [DATA_W - 1:0] data_in;
    input read;
    input [ADDR_W - 1:0] addr_r;
    output logic [DATA_W - 1:0] data_out;
    logic [DATA_W - 1:0] memory [0:MEM_SIZE - 1];
    integer i;
    always_ff @ (posedge clk, posedge rst)
    begin
        if (rst)
        begin
            for (i = 0; i < MEM_SIZE; i = i + 1)
                memory[i] <= 0;
        end
        else
        begin
            if (write & addr_w < MEM_SIZE)
                memory[addr_w] <= data_in;
            if (read & addr_r < MEM_SIZE)
                data_out <= memory[addr_r];
        end
    end
endmodule
### flow/run.sh
#!/bin/bash
# OpenROAD 26Q1-2900-gdf79404cd8, Yosys 0.63+post, stock flow scripts
make -C /OpenROAD-flow-scripts/flow DESIGN_CONFIG=/design/flow/config.mk WORK_HOME=/design/flow/orfs finish
### flow/config.mk
export PLATFORM = sky130hd
export DESIGN_NAME = mem
export DESIGN_NICKNAME = mem
export VERILOG_FILES = /design/flow/design.v
export SDC_FILE = /design/flow/constraint.sdc
export NUM_CORES = 4
export LEC_CHECK = 1
export CORE_UTILIZATION = 30
### flow/constraint.sdc
current_design mem

set clk_period 1.7
set clk_io_pct 0.2

create_clock -name clk0 -period $clk_period [get_ports {clk}]

set non_clock_inputs [all_inputs -no_clocks]
set_input_delay [expr $clk_period * $clk_io_pct] -clock clk0 $non_clock_inputs
set_output_delay [expr $clk_period * $clk_io_pct] -clock clk0 [all_outputs]
==> results.sh <==
# flow metrics
export IMPL_lay_top_cells="sky130_fd_sc_hd__mux2_2 (64), sky130_fd_sc_hd__dfrtp_1 (60), sky130_fd_sc_hd__clkdlybuf4s50_1 (26)"
export IMPL_final_cell_count_no_fill=424
export IMPL_layout_drive_gt1_share_pct=41.3
export IMPL_warning_count=25
export IMPL_setup_viol_count_final=0
export IMPL_final_max_slew_violation_count=0
export IMPL_route_vias_total=2066
export IMPL_post_route_period_util_pct=93.0
export IMPL_placement_io_buffers=29
export IMPL_die_size_y_um=105
export IMPL_detailedPlace_worstSlack_ns=-0.363
export IMPL_clk_root_buffer_cell="sky130_fd_sc_hd__clkbuf_8"
export IMPL_crit_path_top_delay_cell="sky130_fd_sc_hd__clkdlybuf4s50_1"
export IMPL_aggregate_global_route_resource_usage_pct=13.4
export IMPL_holdWs_ns=0.381
export IMPL_crit_path_end_kind="register"
export IMPL_routed_via_density=4.87
export IMPL_dp_cells=406
export IMPL_critical_path_arrival_ns=1.81
export IMPL_grt_busiest_layer="met1"
export IMPL_syn_mean_instance_area_um2=14.4
export IMPL_adder_cell_share_of_the_synthesized_area_pct=0.392
export IMPL_grt_setup_unrepaired="false"
export IMPL_synth_simple_gate_area_share_pct=7.60
export IMPL_floorplanUtilization_pct=30.9
export IMPL_logic_family="multiplexers"
export IMPL_criticalPathCategory="in -> reg"
export IMPL_compound_area_share_pct=6.62
export IMPL_vias_in_the_first_global_route=1956
export IMPL_tritoncts="yes"
export IMPL_yosysChipArea_um2=3190
export IMPL_grt_pass1_wl_mm=11.0
export IMPL_congestion_overflow_gr=0
export IMPL_clock_skew_ns=0.00761
export IMPL_finalCriticalPeriod_ns=1.58
export IMPL_synth_cells=222
export IMPL_grtUsageMet3_pct=3.11
export IMPL_use_met1_pct=23.0
export IMPL_worst_path_dominant_cell_family="buffers and inverters"
export IMPL_ctsHoldBuffers=0
export IMPL_gp_congestion=0.769
export IMPL_leakagePower_nw=1.69
export IMPL_final_tns_setup_ns=0
export IMPL_detail_route_wirelength_mm=6.70
export IMPL_route_detailed_wl_per_inst_um=15.8
export IMPL_status="complete, no violations"
export IMPL_route_antenna_diode_count=0
export IMPL_use_met2_pct=17.9
export IMPL_clk_transition_reported_paths_ns=0.07
export IMPL_synth_mux_area_fraction_pct=26.0
export IMPL_placed_area_um2=3880
export IMPL_clk_latency_ns=0.35
export IMPL_synth_area_um2=3190
export IMPL_core_um2=10300
export IMPL_clock_sink_count=70
export IMPL_finalInstanceArea_um2=4070
export IMPL_cpPeakStageDelay_ns=0.54
export IMPL_flow_area_growth_from_synthesis_pct=27.3
export IMPL_layout_core_utilization_pct=39.4
export IMPL_die_x_extent_um=105
export IMPL_critical_path_startpoint_type="input port"
export IMPL_synthDistinctLibCells=34
export IMPL_htreeDepth=3
export IMPL_maxCapViolations=0
export IMPL_cp_required_ns=1.93
export IMPL_yosys_warnings=2
export IMPL_chipArea_um2=11100
export IMPL_rows=37
export IMPL_finalHoldViolCount=0
export IMPL_most_common_cell_after_layout_fill_and_taps_aside="sky130_fd_sc_hd__mux2_2"
export IMPL_first_pass_iters=4
export IMPL_io_pin_count=30
export IMPL_synth_stat_cells=222
export IMPL_fmax_mhz=633
export IMPL_detailedPlacementHpwl_mm=4.59
export IMPL_cts_inserted_buffers=9
export IMPL_clockBufferDepth=2
export IMPL_cp_buffers_inverters=2
export IMPL_ys_ff=70
export IMPL_ys_seq_share_pct=56.4
export IMPL_post_route_drc_count=0
export IMPL_worst_slew_margin_rel_pct=73.2
export IMPL_worstPathCellList="clkdlybuf4s50_1, nand2b_4, nor3b_1, buf_4, mux2_2"
export IMPL_synth_xor_xnor_area_share_pct=0
export IMPL_drt_antenna_violating_nets=0
export IMPL_worstHoldPathType="in -> async"
export IMPL_peakVddDrop_mv=0.322
export IMPL_antenna_found_initial=0
export IMPL_grt_max_degree=29
export IMPL_fin_total_pwr_mw=4.14
export IMPL_drt_iter0_markers=128
export IMPL_worst_slew_pin_slew_ns=0.402
export IMPL_power_density_nw_per_um2=1020
export IMPL_final_setup_worst_slack_ns=0.119
export IMPL_highest_net_fanout_along_the_worst_path=10
## cell type report
type,instances,area [um^2]
well taps,136,170
clock buffers,12,145
clock inverters,4,22.5
flip-flops and latches,70,1800
repair buffers,61,613
fillers,923,6260
inverters,2,11.3
multi-input cells,139,1300
## state kept, by name, indices dropped and copies added (netlist names)
| register | count |
|---|---|
| memory | 60 |
| data_out | 10 |
## final timing paths
path / startpoint / end / slack, ns / cells after the start
setup / recovery: write / memory[4][3] / 0.12 / 5
hold / removal: rst / memory[3][2] / 0.38 / 2
setup reg to reg: memory[2][8] / data_out[8] / 0.45 / 3
hold reg to reg: memory[0][0] / memory[0][0] / 0.50 / 1
max in group asynchronous: rst / memory[2][0] / 0.85 / 3
min in group clk0: memory[0][0] / memory[0][0] / 0.50 / 1
## metal layers
layer  vias up  wire (um)  part of all wire, %
met5         -          0                    0
met4         0        123                  1.8
met3        12        366                  5.5
met2        53       2840                   42
met1      1049       3370                   50
li1        952          -                    -
## synthesized netlist by cell type
master	instances	area share, %
sky130_fd_sc_hd__mux2_2	64	23
sky130_fd_sc_hd__dfrtp_1	60	47
sky130_fd_sc_hd__mux2i_1	11	3.4
sky130_fd_sc_hd__edfxtp_1	10	9.4
sky130_fd_sc_hd__nand2_1	8	0.94
sky130_fd_sc_hd__o221ai_1	8	2.2
sky130_fd_sc_hd__a22oi_1	5	1.2
sky130_fd_sc_hd__nand3_1	5	0.78
sky130_fd_sc_hd__buf_2	4	0.63
sky130_fd_sc_hd__buf_6	4	1.4
sky130_fd_sc_hd__o21ai_0	4	0.63
sky130_fd_sc_hd__buf_4	3	0.71
sky130_fd_sc_hd__nand2b_1	3	0.59
sky130_fd_sc_hd__nor2b_4	3	1.3
sky130_fd_sc_hd__nor3b_1	3	0.71
sky130_fd_sc_hd__o21ai_1	3	0.47
sky130_fd_sc_hd__a22o_1	2	0.55
sky130_fd_sc_hd__a31oi_1	2	0.39
sky130_fd_sc_hd__and2b_1	2	0.47
sky130_fd_sc_hd__inv_1	2	0.24
sky130_fd_sc_hd__nand4b_1	2	0.55
sky130_fd_sc_hd__nor2b_1	2	0.39
sky130_fd_sc_hd__a21boi_0	1	0.24
sky130_fd_sc_hd__a21oi_1	1	0.16
sky130_fd_sc_hd__a221oi_1	1	0.27
sky130_fd_sc_hd__a32oi_1	1	0.27
sky130_fd_sc_hd__ha_1	1	0.39
sky130_fd_sc_hd__nand2b_4	1	0.43
sky130_fd_sc_hd__nand3b_1	1	0.24
sky130_fd_sc_hd__nor2_4	1	0.35
sky130_fd_sc_hd__nor3_1	1	0.16
sky130_fd_sc_hd__nor3_4	1	0.51
sky130_fd_sc_hd__o31a_1	1	0.27
sky130_fd_sc_hd__or3_1	1	0.20
## worst reg2reg max path, delay by kind of cell, from the launching register on
| kind | cells | cell delay (ns) |
|---|---|---|
| AND-OR/OR-AND | 2 | 0.35 |
| flip-flops | 1 | 0.38 |
| multiplexers | 1 | 0.28 |
## power breakdown
part           total [mW]  internal, mW  switching [mW]
clock network        1.16         0.562           0.599
registers            2.21          2.05           0.161
logic               0.769         0.477           0.292
## kinds of logic after synthesis
kind of cell,Yosys count
buffers and inverters,13
and+or+nand+nor,34
AOI/OAI and AO/OA,29
adders and majority gates,1
DFF,70
muxes,75
## timing repair
action	CTS	global route
buffers inserted	2	0
setup endpoints to repair	2	6
pin swaps	1	0
gates resized	5	1
Power is estimated from default activity; no workload was simulated.
